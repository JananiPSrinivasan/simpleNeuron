[design.v]
`timescale 1ps/1ps
module activate (
    input logic clk, 
    input logic rst_n,
    input logic signed [17:0] in,
    output logic signed [17:0] out
);
    logic signed [17:0] temp;
    always @ (posedge clk) begin 
        if(!rst_n) begin 
           temp <= 17'sd0;
        end else begin 
             if (in[17]) begin 
                temp <= 18'sd0;
            end
            else begin 
                temp <= in;
            end
        end
    end
    assign out = temp;
endmodule
`timescale 1ns/1ps
module adder (
    input  logic                clk,
    input  logic                rst_n,
    input  logic signed [16:0]  in1,
    input  logic signed [7:0]   in2,
    output logic signed [16:0]  sum,
    output logic                carry,
    output logic signed [17:0] total  
);
    wire signed [16:0] sign_ext = {{9{in2[7]}}, in2};
    logic signed [17:0] temp;
    always @(posedge clk or negedge rst_n) begin
        if (!rst_n)
            temp <= 18'sd0;
        else
            temp <= in1 + sign_ext;
    end
    assign sum   = temp[16:0];
    assign carry = temp[17];
    assign total = temp;
endmodule
`timescale 1ns/1ps
module mac(
    input logic clk,
    input logic rst_n,
    input logic signed [7:0] x,
    input logic signed [7:0] weight,
    output logic signed [16:0] out
);
    logic signed [16:0] accumulator ;
    always @ (posedge clk or negedge rst_n) begin
        if (!rst_n) begin 
            accumulator <= 17'sd0;
        end else begin 
            accumulator <= x * weight + accumulator;
        end
    end
    assign out = accumulator;
endmodule
module neuron(
    input logic clk,
    input logic rst_n,
    input logic signed [7:0] x,        
    input logic signed [7:0] w,        
    input logic signed [7:0] bias,     
    output logic signed [17:0] y       
); 
    logic signed [16:0] accumulated;          
    logic signed [17:0] partial_output;       
    logic signed [17:0] activated_output;     
    logic signed [7:0] x_reg, w_reg;                  
    logic signed [16:0] accumulated_reg;             
    logic signed [17:0] partial_output_reg;          
    logic signed [17:0] activated_output_reg;        
    always_ff @(posedge clk or negedge rst_n) begin
        if (!rst_n) begin
            x_reg <= 8'sd0;
            w_reg <= 8'sd0;
        end else begin
            x_reg <= x;
            w_reg <= w;
        end
    end
    mac mac_u(
        .clk(clk),
        .rst_n(rst_n),
        .x(x_reg),
        .weight(w_reg),
        .out(accumulated)
    );
    always_ff @(posedge clk or negedge rst_n) begin
        if (!rst_n)
            accumulated_reg <= 17'sd0;
        else
            accumulated_reg <= accumulated;
    end
    adder add_u(
        .clk(clk),
        .rst_n(rst_n),
        .in1(accumulated_reg),
        .in2(bias),
        .sum(),          
        .carry(),        
        .total(partial_output)
    );
    always_ff @(posedge clk or negedge rst_n) begin
        if (!rst_n)
            partial_output_reg <= 17'sd0;
        else
            partial_output_reg <= partial_output;
    end
    activate act_u(
        .clk(clk),
        .rst_n(rst_n),
        .in(partial_output_reg),
        .out(activated_output)
    );
    always_ff @(posedge clk or negedge rst_n) begin
        if (!rst_n)
            activated_output_reg <= 17'sd0;
        else
            activated_output_reg <= activated_output;
    end
    assign y = activated_output_reg;
endmodule
[run.sh]
#!/bin/bash
# OpenROAD 26Q1-2900-gdf79404cd8, Yosys 0.63+post, stock flow scripts
make -C /OpenROAD-flow-scripts/flow DESIGN_CONFIG=/design/flow/config.mk WORK_HOME=/design/flow/orfs finish
[config.mk]
export PLATFORM = sky130hd
export DESIGN_NAME = neuron
export DESIGN_NICKNAME = neuron
export VERILOG_FILES = /design/flow/design.v
export SDC_FILE = /design/flow/constraint.sdc
export NUM_CORES = 4
export LEC_CHECK = 1
export CORE_UTILIZATION = 40
[constraint.sdc]
current_design neuron

set clk_period 10.2
set clk_io_pct 0.2

create_clock -name clk0 -period $clk_period [get_ports {clk}]

set non_clock_inputs [all_inputs -no_clocks]
set_input_delay [expr $clk_period * $clk_io_pct] -clock clk0 $non_clock_inputs
set_output_delay [expr $clk_period * $clk_io_pct] -clock clk0 [all_outputs]
==> out/qor.yml <==
sta:
  rsz0062_at_grt: "no"
  maxSlewViolCount: 0
  period_needed_ns: 5.711
  relSlewSlack: 0.4529
  tns_ns: 0
  worst_slew_pin_slew_ns: 0.8000
  clock-skew-final_ns: 0.01515
  hold_violations: 0
  period_used_share: 0.5599
  timing.fmax_mhz: 175.1
  finalSetupViolCount: 0
logic_synthesis:
  synth_top_area_share: 0.3619
  ys_ff: 120
  ys_cells: 640
  ys_chip_area_um2: 7122
  ys_types: 52
  async_reset_ff_frac: 0.8583
  yosys_warnings: 4
  edf_count: 0
  synthFlopType: "dfrtp_1"
  syn_avg_cell_area_um2: 11.13
  topCellsByArea: "dfrtp_1 36%, fa_1 16%, ha_1 11%, and2_1 5.4%, inv_1 5.3%"
  syn_inst: 640
  postSynthSeqShare: 0.4097
  yosys.area.top_type: "dfrtp_1"
  netlist_area_um2: 7122
detailed_routing:
  drt-pass1-iter-count: 5
  drt_iter0_markers: 145
  ant_nets: 0
  drc: 0
  wire_per_inst_um: 11.59
  avgViaCountPerCell: 4.680
  num_antenna_cells: 0
  num_vias: 4385
  drt-total-wl_um: 10860
placed_design:
  gp_congestion: 0.8629
  hpwl_um: 8379
  port_buffers: 42
clock_tree:
  post_cts_buffers: 0
  htreeDepth: 4
  cts_buffers: 17
  clock-sinks: 120
  cts_tree: "yes"
  cts_max_path_buffers: 2
  clkTransAtPathRegs_ns: 0.06
  hold_buffers: 0
  cts_resized: 0
  clk_latency_ns: 0.41
  cts-root-buf: "clkbuf_16"
setup_path:
  path_common_cell: "inv_1"
  cp.arrival_ns: 6.04
  critical_path_buf_inv_count: 4
  slowest_stage: "a2111oi_0"
  endpoint_kind: "flip-flop"
  slowest_delay_ns: 0.71
  cp_cell_sequence: "and2_1 -> ha_1 -> inv_1 -> fa_1 -> inv_1 -> fa_1 -> inv_1 -> fa_1 -> inv_1 -> ha_1 -> or3_1 -> o211a_1 -> nor2_1 -> xnor2_1 -> ha_1 -> a2111oi_0 -> a21oi_1 -> a21o_1 -> mux2i_1 -> xnor2_1"
  cp-start-kind: "flip-flop"
  cpLargestDelayFamily: "adder cells"
  critPathKind: "reg -> reg"
  crit_path_max_fanout: 8
  worstPathRequired_ns: 10.53
power:
  p_per_area_nw_per_um2: 379.4
  ir_drop_uv: 218.0
  total_power_uw: 3175
  p_leak_uw: 0.003942
global_route:
  grt_first_pass_wirelength_um: 19630
  grt_antenna_before_repair: 0
  grt_max_degree: 58
  grt_pass1_vias: 4426
  overflow: 0
  grt_use_total: 0.1382
floorplanning:
  die_w_um: 135.4
  die_area_um2: 18340
  ios: 44
  fp-utilization: 0.4103
  core_um2: 17360
  die_h_um: 135.4
  core.rowCount: 48
cells_and_area:
  multiInputGateArea_um2: 3814
  areaGrowthSynthToFinish_pct: 17.52
  fillerInstances: 1469
  ff_latch_area_um2: 2918
  drive_gt1_frac: 0.05899
status:
  status: "finished clean"
hold_path:
  hold_class: "reg -> reg"
job:
  cap_viol_max_count: 0
  tool_warnings: 26
## cell usage after synthesis, types with 2 or more instances
master and number:
a311oi_1 2, o31ai_1 3, dfrtp_1 103, dfxtp_1 17
ha_1 63, nand3_1 3, o21ai_0 16, o211ai_1 3
a2111o_1 2, fa_1 57, clkbuf_1 2, o311ai_0 2
a21oi_1 23, or3_1 3, o21bai_1 2, a211oi_1 5
nor2b_1 10, xnor2_1 30, o21a_1 10, a21o_1 10
nand2_1 29, nor3_1 7, nor2_1 35, inv_1 100
xor2_1 9, o211a_1 2, o31a_1 2, nand2b_1 5
and2_1 62
## layer usage
metal / global-route usage / vias to the layer above / wire length, um
met5: 0 / - / 0
met1: 0.1978 / 2104 / 5185
li1: - / 2203 / -
met4: 0.01373 / 0 / 119
met2: 0.2276 / 69 / 5101
met3: 0.03513 / 9 / 455
## area by class of cell
| class | count | area share |
|---|---|---|
| repair buffers | 43 | 0.05083 |
| inverters | 100 | 0.04485 |
| clock buffers | 18 | 0.05128 |
| well taps | 225 | 0.03364 |
| clock inverters | 14 | 0.01510 |
| flip-flops and latches | 120 | 0.3486 |
| multi-input cells | 417 | 0.4557 |
## worst reg2reg max path, cell delays in order (launching register included)
cell       delay, ns
dfrtp_1         0.45
and2_1          0.21
ha_1            0.41
inv_1           0.13
fa_1            0.54
inv_1           0.04
fa_1            0.47
inv_1           0.05
fa_1            0.53
inv_1           0.04
ha_1            0.22
or3_1           0.40
o211a_1         0.21
nor2_1          0.11
xnor2_1         0.14
ha_1            0.30
a2111oi_0       0.71
a21oi_1         0.14
a21o_1          0.22
mux2i_1         0.18
xnor2_1         0.13
## power by group
group	switching, uW	internal, uW	total (uW)	leakage, uW
Clock	216	335	552	0.000270
Sequential	63.1	693	757	0.00136
Combinational	982	885	1870	0.00231
## through the flow
step,utilization,hold WS (ns),instances,cell area [um2],worst slack [ns]
floorplan,-,0.3163,640,7122,4.882
global placement,0.4502,0.3175,905,7814,4.601
detailed placement,0.4502,0.3195,905,7814,4.533
CTS,0.4822,0.3272,937,8369,4.499
global route,0.4822,0.3324,937,8369,3.952
finish,0.4822,0.3259,937,8369,4.489
## final timing paths
kind                                     start                       end  slack, ns  depth (start not counted)
worst max-delay path                  x_reg[7]     mac_u.accumulator[16]       4.49                         20
worst min-delay path            act_u.temp[11]  activated_output_reg[11]       0.33                          0
worst max register to register        x_reg[7]     mac_u.accumulator[16]       4.49                         20
worst min register to register  act_u.temp[11]  activated_output_reg[11]       0.33                          0
max in group asynchronous                rst_n       accumulated_reg[14]       7.47                          2
min in group asynchronous                rst_n   activated_output_reg[3]       1.68                          1
## layout by cell type, fill, tap and decap left out, drive strengths merged, types with 17 or more instances in the layout
cell           count
xnor2             30
fa                57
dfxtp             17
ha                63
o21ai             17
and2              62
a21oi             24
nand2             29
inv              102
clkbuf            18
nor2              35
clkdlybuf4s50     41
dfrtp            103
## cells by family (layout without fill, tap and decap cells)
family,after synthesis,in the layout,share of synthesized area
other,1,1,0.0005266
DFF,120,120,0.4097
and+or+nand+nor,158,158,0.1152
buffers and inverters,103,175,0.05481
xor gates and xnor gates,39,39,0.04796
adders and majority gates,120,120,0.2709
AOI/OAI and AO/OA,97,97,0.09786
muxes,2,2,0.002987
No activity file was given, so power comes from the tool's default toggle rates.
